==> ./design.v <==
module four_bit_adder (
  input [3:0] x,
  input [3:0] y,
  input c_in,
  output c_out,
  output [3:0] sum
);
  wire [3:0] carry;
  assign {carry[3], sum[3:0]} = x + y + c_in;
  assign c_out = carry[3];
endmodule
==> ./run.sh <==
#!/bin/bash
# OpenROAD 26Q1-2900-gdf79404cd8, Yosys 0.63+post, stock flow scripts
make -C /OpenROAD-flow-scripts/flow DESIGN_CONFIG=/design/flow/config.mk WORK_HOME=/design/flow/orfs finish
==> ./config.mk <==
export PLATFORM = sky130hd
export DESIGN_NAME = four_bit_adder
export DESIGN_NICKNAME = four_bit_adder
export VERILOG_FILES = /design/flow/design.v
export SDC_FILE = /design/flow/constraint.sdc
export NUM_CORES = 4
export LEC_CHECK = 1
export CORE_AREA = 10 10 70 70
export DIE_AREA = 0 0 80 80
==> ./constraint.sdc <==
current_design four_bit_adder

set clk_period 3.8
set clk_io_pct 0.2

create_clock -name clk0 -period $clk_period

set non_clock_inputs [all_inputs -no_clocks]
set_input_delay [expr $clk_period * $clk_io_pct] -clock clk0 $non_clock_inputs
set_output_delay [expr $clk_period * $clk_io_pct] -clock clk0 [all_outputs]
==> reports/summary.rpt <==
STA
----------------------------------------------------------------------------------
Ratio of final minimum period to clock period .......................        0.890
Post-layout minimum cycle time ......................................      3380 ps
Fmax ................................................................    0.296 GHz
Final setup violating endpoints .....................................            0
Number of max-slew violations in the final report ...................            0
Setup tns final .....................................................         0 ps
Final hold violation count ..........................................            0
Measured slew at the worst slew-check pin ...........................       165 ps
RSZ-0062 raised after global routing ................................           no
Normalized max-slew margin ..........................................        0.889

JOB
----------------------------------------------------------------------------------
Number of maximum-capacitance violations ............................            0
OpenROAD warnings ...................................................           35

DETAILED ROUTING
----------------------------------------------------------------------------------
Routed wire length ..................................................  496 microns
Vias per std cell ...................................................         1.93
Iteration-0 DRC count of the detailed router ........................            1
ANT nets after route ................................................            0
Routed wire per std cell ............................................ 6.53 microns
First-pass DRT Iterations ...........................................            2
Final routed DRC violation total ....................................            0
Vias post-DR ........................................................          147
Antenna cells .......................................................            0

FINISH
----------------------------------------------------------------------------------
Share of final-layout standard cells stronger than drive strength 1 .       0.0333
Growth of design area from synthesis to finish ......................         137%
Utilization after layout ............................................        0.100
Total area of sequential cells ......................................      0 sq um
Number of fill cells in the layout ..................................          393
Clock buffer cells ..................................................            0
Seq_cells ...........................................................            0

LOGIC SYNTHESIS
----------------------------------------------------------------------------------
Sequential fraction of the synthesis area ...........................            0
Synth warnings ......................................................            0
Synth Instances .....................................................           16
Synth cell types ....................................................            9
Number of cells in the yosys synthesis report .......................           16
Synthesized cell area ...............................................    144 sq um
Top cell type by total area after synthesis ......................... sky130_fd_sc_hd__fa_1
Most numerous cell in the Yosys netlist ............................. sky130_fd_sc_hd__inv_1
Post-synth area from yosys stat .....................................    144 sq um
Syn_area_per_cell ...................................................   8.99 sq um
Top cells by count .................................................. sky130_fd_sc_hd__inv_1, sky130_fd_sc_hd__ha_1, sky130_fd_sc_hd__fa_1, sky130_fd_sc_hd__xnor2_1
Top area cells in the synthesized netlist ........................... sky130_fd_sc_hd__fa_1, sky130_fd_sc_hd__ha_1, sky130_fd_sc_hd__xnor2_1
Share of the synthesized area in the top cell type ..................        0.278

CLOCK TREE
----------------------------------------------------------------------------------
Hold buffer count at CTS ............................................            0
Number of setup buffers added after CTS .............................            0
Number of gates given a new drive strength after cts ................            0

WORST SETUP PATH
----------------------------------------------------------------------------------
Longest individual stage delay on the worst path ....................       460 ps
Master of the slowest instance on the critical path ................. sky130_fd_sc_hd__clkdlybuf4s50_1
Arrival time at the worst endpoint ..................................      2620 ps
CP Class ............................................................ input pin to output port
Worst EP required ...................................................      3040 ps
Biggest fanout along the worst timing path ..........................            2
Buffers and inverters on the worst path .............................            4
Delay-heaviest family, CP ........................................... buffers and inverters
Crit. End Element ...................................................  output port
Cell-by-cell trace of the critical path ............................. clkdlybuf4s50_1 > fa_1 > inv_1 > fa_1 > inv_1 > clkdlybuf4s50_1
Category of the worst setup path launch point .......................    input pin

DIE
----------------------------------------------------------------------------------
Die Footprint .......................................................   6400 sq um
Floorplan core density ..............................................       0.0421
DIE WIDTH ...........................................................   80 microns
Placeable Area ......................................................   3420 sq um
Chip height .........................................................   80 microns
I/O pin count .......................................................           14
Placement row count .................................................           21

PLACED DESIGN
----------------------------------------------------------------------------------
Placer congestion estimate ..........................................        0.771
Total of buffers placed on input and output ports ...................           14

PWR
----------------------------------------------------------------------------------
Leak Pwr ............................................................     0.135 nW
Power density relative to cell area .................................  131 nW/um^2
Worst vdd rail ir drop ..............................................    0.0166 mV

HOLD PATH
----------------------------------------------------------------------------------
Type of the worst min-delay path .................................... input pin to output port

GLOBAL ROUTING
----------------------------------------------------------------------------------
Vias in the first global route ......................................          178
Initial antenna violation count .....................................            0
Grt ovf .............................................................            0
Global routing usage summed across all routing layers ...............       0.0162
Maximum number of pins on one net before global-route repair ........            4
First-pass GRT wire length ..........................................  821 microns

STATUS
----------------------------------------------------------------------------------
Result of the run ...................................................    completed

worst paths after layout:
path,slack [ps],depth (start not counted),endpoint,from
worst max-delay path,420,6,sum[1],y[0]
worst min-delay path,2600,3,sum[0],c_in
cells by family (layout without fill, tap and decap cells):
group / count (synthesis) / count (layout) / share of synthesized area
adder cells (fa/ha/maj): 5 / 5 / 0.539
XOR/XNOR: 2 / 2 / 0.122
AND/OR/NAND/NOR: 2 / 2 / 0.0870
AND-OR/OR-AND: 3 / 3 / 0.148
buffers and inverters: 4 / 18 / 0.104
through the flow:
stage	setup WS [ps]	instance area [sq um]	hold slack [ps]	instances	power, mW
floorplan	1360	144	1620	16	0.0141
global placement	414	342	2600	76	0.0455
detailed placement	390	342	2610	76	0.0458
CTS	391	342	2610	76	0.0462
global route	302	342	2650	76	0.0511
finish	416	342	2600	76	0.0447
area by class of cell:
class | instances | area [sq um] | area share
inverter | 4 | 15.0 | 0.0440
multi-input combinational | 12 | 129 | 0.377
tap | 46 | 57.6 | 0.168
timing repair buffer | 14 | 140 | 0.410
where the power goes:
group	internal (mW)	switching (mW)
registers	0	0
logic	0.0320	0.0127
clock network	0	0
per-layer routing:
layer  up-vias  track usage  wire length (microns)
li1         78            -                      -
met1        57       0.0205                    206
met2        12       0.0209                    144
met3         0       0.0148                    146
met4         0            0                      0
met5         -            0                      0
layout by cell type, fill, tap and decap left out:
master and n:
sky130_fd_sc_hd__clkdlybuf4s50_1 14, sky130_fd_sc_hd__inv_1 4, sky130_fd_sc_hd__ha_1 3, sky130_fd_sc_hd__xnor2_1 2
sky130_fd_sc_hd__fa_1 2, sky130_fd_sc_hd__nor2b_1 1, sky130_fd_sc_hd__o21ai_0 1, sky130_fd_sc_hd__nand2b_1 1
sky130_fd_sc_hd__a21o_1 1, sky130_fd_sc_hd__a21oi_2 1
No activity file was given, so power comes from the tool's default toggle rates.
